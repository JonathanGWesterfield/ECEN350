==> ./config.mk <==
export PLATFORM = sky130hd
export DESIGN_NAME = NextPClogic
export DESIGN_NICKNAME = NextPClogic
export VERILOG_FILES = /design/flow/design.v
export SDC_FILE = /design/flow/constraint.sdc
export NUM_CORES = 4
export LEC_CHECK = 1
export CORE_UTILIZATION = 40
==> ./constraint.sdc <==
current_design NextPClogic

set clk_period 24.1
set clk_io_pct 0.2

create_clock -name clk0 -period $clk_period

set non_clock_inputs [all_inputs -no_clocks]
set_input_delay [expr $clk_period * $clk_io_pct] -clock clk0 $non_clock_inputs
set_output_delay [expr $clk_period * $clk_io_pct] -clock clk0 [all_outputs]
==> ./design.v <==
`timescale 1ns / 1ps
module NextPClogic(NextPC, CurrentPC, SignExtImm64, Branch, ALUZero, Uncondbranch); 
       	input [63:0] CurrentPC, SignExtImm64; 
       	input Branch, ALUZero, Uncondbranch; 
       	output reg [63:0] NextPC; 
       	reg [63:0] tempImm64;
    always @(*) begin
    	tempImm64 = SignExtImm64 << 2;  
       	if(Uncondbranch) begin
       		NextPC  <= #1 CurrentPC + tempImm64;  
       	end
       	else if(Branch) begin  
       		if(ALUZero == 1) begin  
       			NextPC <= #2 CurrentPC + tempImm64;
       		end
       		else begin
       			NextPC <= #2 CurrentPC + 4;  
       		end
       	end
       	else begin  
       		NextPC <= #2 CurrentPC + 4;
       	end
   	end
endmodule
==> ./run.sh <==
#!/bin/bash
# OpenROAD 26Q1-2900-gdf79404cd8, Yosys 0.63+post, stock flow scripts
make -C /OpenROAD-flow-scripts/flow DESIGN_CONFIG=/design/flow/config.mk WORK_HOME=/design/flow/orfs finish
==> reports/results.txt <==
Ant. Diodes - 0
area delta synth->final - 37.97%
Filler Cells Inserted - 1268
Top cells excl fill/tap - clkdlybuf4s50_1, nand2_1, a21oi_1
Yosys Chip Area - 5202 sq um
CP cell instances - clkdlybuf4s50_1 > ha_1 > fa_1 > a21o_1 > a221oi_4 > nor2b_2 > a2111oi_4 > o2111a_2 > nor2_2 > a211oi_2 > a22oi_2 > or4b_1 > o2111ai_1 > clkdlybuf4s50_1
initial antenna violation count - 0
DR vias/cell - 5.520
first-pass GRT wire length - 28470 microns
Final GP Congestion - 0.9398
worst-margin pin slew - 728.9 ps
LEAKAGE - 2.819 nW
Placed Area - 7178 sq um
startpoint types - input port
I/O Buffers - 189
PD cells - 25.85 nW/um^2
cells resized by post-CTS repair - 0
FF+latch area - 0 sq um
Finished Cell Area - 7178 sq um
post-route ant nets - 0
layout clock buffer count - 0
Buf/Inv on CP - 2
Setup violations, final - 0
Die X - 116.0 microns
Ys Warns - 1
FMAX - 71.83 MHz
CP max FO - 6
post-synthesis cell count - 811
final worst path period need - 13920 ps
Slew HR - 51.40%
post-CTS setup buffers - 0
tool warnings - 35
placement row count - 41
cell repeated most along the worst path - clkdlybuf4s50_1
yosys cell count - 811
crit end category - primary output
Post-Route WL - 17830 microns
register share after synthesis - 0%
core area - 12670 sq um
crit-path leading delay family - AND-OR/OR-AND gates
DR WL/cell - 15.73 microns
routed via count - 6260
final hold viol count - 0
1st-pass router iterations - 5
Crit-path slowest cell - a2111oi_4
DP HPWL - 14880 microns
Synth Cell Area - 5202 sq um
critical path class - input port to primary output
hold_buf cts - 0
status - finished, final reports clean
drt first-iter violations - 411
Die ar. - 13470 sq um
Worst Min Path Start - CurrentPC[0]
seq_cells - 0
fin cells - 1134
post-synthesis average cell area - 6.415 sq um
Top Ports - 195
vias in the first global route - 5820
HP Class - input port to primary output
RSZ-0062 raised after global routing - false
Chip Height - 116.0 microns
VDD IR max - 10.51 uV
pin count of the biggest net entering global routing - 72
critical path data required time - 19280 ps
maxcap violations - 0
slowest stage delay, CP - 530 ps
comb. cell area - 4985 sq um
most frequent logic cell in the layout - clkdlybuf4s50_1
final slew viol count - 0
Period Utilization, post-route - 57.77%
Post-Place Cells - 1134
Hold Worst Slack - 9640 ps
Init Core Util - 41.06%
layout cell share with drive strength beyond 1 - 2.183%
Cell Type Count - 66
CP arrival - 9100 ps
gr usage total - 26.53%
Post-route DRC - 0
WHS Endpoint - NextPC[0]
Final Core Density - 56.65%
grt ovf - 0
hold path cells - 0
setup TNS - 0 ps
-- where the power goes --
part / leakage, nW / internal (mW) / switching, mW
registers: 0 / 0 / 0
logic: 2.82 / 0.0997 / 0.0859
clock network: 0 / 0 / 0
-- final cells by class --
class / instances / share of cell area (%)
inverter: 17 / 0.8890
multi-input combinational: 753 / 69.44
tap: 172 / 2.998
timing repair buffer: 192 / 26.67
-- how the worst max path moves through the flow --
stage / from / endpoint / slack (ps) / depth (start not counted)
4_1_cts: CurrentPC[2] / NextPC[62] / 10190 / 14
5_1_grt: CurrentPC[2] / NextPC[62] / 10030 / 14
6_report: CurrentPC[2] / NextPC[62] / 10180 / 14
-- Yosys cell counts (all sizes together) (8+ instances only) --
cell type    n  area (sq um)
xor2        46         402.9
nand3       25         125.1
ha          62         775.7
a21o        29         217.7
nand2      104         390.4
clkbuf      34         127.6
o21bai      11         82.58
and3        14         88.84
nor3        12         60.06
xnor2       68         595.6
o21a         8         60.06
nor2        79         299.0
o21ai       57         285.3
a21oi       98         490.5
a211oi       9         72.57
inv         17         63.81
nand4       33         206.5
-- per-stage QoR --
| step | power [mW] | setup slack, ps |
|---|---|---|
| floorplan | 0.09919 | 11710 |
| global placement | 0.1846 | 10220 |
| detailed placement | 0.1843 | 10230 |
| CTS | 0.1860 | 10190 |
| global route | 0.2059 | 10030 |
| finish | 0.1855 | 10180 |
-- cell families after synthesis --
group	count (synthesis)	share of synthesized area (%)
compound gates	262	31.87
xor+xnor	114	19.19
fa+ha+maj	63	15.30
buf+inv	58	4.425
mux	3	0.6253
simple gates	311	28.60
-- metal layers --
layer	global-route usage (%)	wire, microns	up-vias
li1	-	-	3267
met1	39.13	8772	2789
met2	43.53	7786	191
met3	2.078	1094	13
met4	2.650	181	0
met5	0	0	-
Power is estimated from default activity; no workload was simulated.
