--- /design/flow/run.sh ---
#!/bin/bash
# OpenROAD 26Q1-2900-gdf79404cd8, Yosys 0.63+post, stock flow scripts
make -C /OpenROAD-flow-scripts/flow DESIGN_CONFIG=/design/flow/config.mk WORK_HOME=/design/flow/orfs finish
--- /design/flow/config.mk ---
export PLATFORM = sky130hd
export DESIGN_NAME = DataMemory
export DESIGN_NICKNAME = DataMemory
export VERILOG_FILES = /design/flow/design.v
export SDC_FILE = /design/flow/constraint.sdc
export NUM_CORES = 4
export LEC_CHECK = 1
export CORE_UTILIZATION = 30
--- /design/flow/design.v ---
`timescale 1ns / 1ps
module DataMemory(ReadData, Address, WriteData,
                  MemoryRead, MemoryWrite, Clock);
     input [63:0] Address, WriteData;
     input MemoryRead, MemoryWrite, Clock;
     output reg [63:0] ReadData;
     reg [63:0] memory [63:0];  
     always @(posedge Clock) begin 
     	if(MemoryRead) begin
     		if(!MemoryWrite) begin
     			ReadData <= #20 memory[Address];
     		end
     	end
     end
     always @(negedge Clock) begin 
     	if(MemoryWrite) begin  
     		if(!MemoryRead) begin  
     			memory[Address] <= #20 WriteData;
     		end
     	end 
     end
endmodule
--- /design/flow/constraint.sdc ---
current_design DataMemory

set clk_period 89.0
set clk_io_pct 0.2

create_clock -name clk0 -period $clk_period [get_ports {Clock}]

set non_clock_inputs [all_inputs -no_clocks]
set_input_delay [expr $clk_period * $clk_io_pct] -clock clk0 $non_clock_inputs
set_output_delay [expr $clk_period * $clk_io_pct] -clock clk0 [all_outputs]
==> impl_metrics.json <==
{
  "critical_path.endpoint_type": "flop",
  "syn_area_per_cell_um2": 17.8,
  "timing_worst_setup_path_type": "in -> reg",
  "critical_path.slowest_cell": "nor2_4",
  "grtUsageTotal_pct": 20.0,
  "max_slew.worst_pin.slew_ps": 1120,
  "final_area_um2": 196000,
  "placedCellCount": 15600,
  "cellLeakagePower_nw": 77.2,
  "clk_pin_slew_ps": 70,
  "tritoncts_num_sinks": 4160,
  "yosys_chip_area_um2": 157000,
  "timing.max_cap.violations": 0,
  "r2r.worst_path.cells": 6,
  "die_h_um": 725,
  "post_cts_buffers": 0,
  "grt_pass1_vias": 114000,
  "tritoncts": "yes",
  "log.warning_count": 1085,
  "grt_overflow": 0,
  "syn-instance-count": 8823,
  "cp_cell_instances": "buf_8 > buf_4 > nor2b_4 > nand2_1 > nor2_4 > buf_4",
  "routed-via-count": 104000,
  "synth-async-reset-ratio_pct": 0,
  "worst_setup_path_start_kind": "input port",
  "slowest_delay_ps": 1050,
  "dr.first_iter.drc_count": 7401,
  "ys.warnings.count": 1,
  "die_w_um": 725,
  "grt_setup_unrepaired": "false",
  "synth.top_cells.by_area": "edfxtp_1, a221oi_1, a22oi_1",
  "run_status": "finished clean",
  "rows": 265,
  "worst_hold_class": "in -> reg",
  "synth.yosys.num_cells": 8823,
  "final_cell_mix": "inv_1, edfxtp_1, a221oi_1",
  "pin_count_of_the_biggest_net_entering_global_routing": 99,
  "synthDominantCellAreaShare_pct": 79.7,
  "hold-path-cell-count": 4,
  "cts_htree_levels": 5,
  "timing.final.max_slew_violations": 0,
  "dieArea_um2": 525000,
  "sequential_fraction_of_the_synthesis_area_pct": 79.7,
  "setup_viol": 0,
  "io_buffers": 136,
  "fin_skew_ps": 60.0,
  "syn_area_um2": 157000,
  "worst_path_maximum_fanout": 40,
  "clockBufferDepth": 4,
  "synth_top_cell_by_area": "edfxtp_1",
  "post_route_cells_drive_above_1_share_pct": 10.7,
  "layout_top_cell": "inv_1",
  "cts_inserted_buffers": 411,
  "finalHoldViolCount": 0,
  "syn_to_final_growth_pct": 25.3,
  "grt_antenna_before_repair": 29,
  "dominantRegCellSynth": "edfxtp_1",
  "root_buffer": "clkbuf_16",
  "wire_length_of_the_first_global_routing_pass_um": 713000,
  "layout.cells.non_filler": 20500,
  "wl_um": 500000,
  "clk-insertion-delay-late_ps": 940,
  "powerDensity_nw_per_um2": 24.9,
  "critPathRequiredTime_ps": 45030,
  "postRouteAntennaNets": 0,
  "via_per_inst": 5.09,
  "placedInstanceArea_um2": 167000,
  "hold_fix_buffer_count_after_cts": 0,
  "drt-pass1-iter-count": 9,
  "drc": 0,
  "floorplan.io_pins": 195,
  "peakVddDrop_mv": 0.0199,
  "coreArea_um2": 521000,
  "routabilityCongestion": 0.885,
  "post_cts_resize_count": 0,
  "postSynthRegisterBits": 4160,
  "cp_data_arrival_time_ps": 21940,
  "yosys.cell_types.count": 58,
  "core_util_floorplan_pct": 30.1,
  "setup-tns-final_ps": 0,
  "max-slew-margin-rel_pct": 25.1,
  "cpMostUsedCell": "buf_4",
  "dp_hpwl_um": 271000,
  "post_drt_wl_per_cell_um": 24.4,
  "enable_flop_cells": 4160
}
## synthesized netlist by cell type, types with 27 or more instances
library cell / number
a211oi_1: 28
a21boi_0: 27
a21oi_1: 201
a221o_1: 109
a221oi_1: 783
a22o_1: 64
a22oi_1: 607
a31oi_1: 60
and3_1: 57
buf_1: 74
buf_2: 175
clkbuf_1: 433
edfxtp_1: 4160
mux2_2: 228
mux2i_1: 263
nand2_1: 172
nand3_1: 37
nand4_1: 66
nor2_1: 276
nor3_1: 229
o211ai_1: 29
o21a_1: 27
o21ai_0: 155
o221ai_1: 36
o22a_1: 30
o22ai_1: 361
or4_1: 28
## cell type report
type / count / area [um^2]
Inverter: 5 / 38.8
Clock buffer: 433 / 10700
Fill cell: 47100 / 324000
Antenna cell: 28 / 70.1
Clock inverter: 4408 / 18600
Tap cell: 6942 / 8690
Timing Repair Buffer: 535 / 4120
Multi-Input combinational cell: 3945 / 29400
Sequential cell: 4160 / 125000
## final timing paths
path	startpoint	to	slack (ps)
min reg2reg	memory[15][52]$_DFFE_NP_	ReadData[52]$_DFFE_PP_	45250
min	Address[5]	ReadData[5]$_DFFE_PP_	17740
max reg2reg	memory[5][41]$_DFFE_NP_	ReadData[41]$_DFFE_PP_	41600
max	Address[1]	memory[18][27]$_DFFE_NP_	23080
## where the power goes
part	leakage [nW]	switching [mW]	internal (mW)	total [mW]
registers	37.4	0.00257	2.18	2.19
clock network	28.7	1.19	1.29	2.48
logic	11.1	0.163	0.0559	0.219
total	77.2	1.35	3.53	4.88
## metal layers
| metal | track usage [%] | routed length [um] | vias to the layer above |
|---|---|---|---|
| li1 | - | - | 45900 |
| met1 | 19.4 | 159000 | 50100 |
| met2 | 27.3 | 221000 | 7060 |
| met3 | 19.9 | 97500 | 1079 |
| met4 | 9.37 | 20800 | 40 |
| met5 | 1.47 | 1440 | - |
## per-stage QoR
| step | hold slack (ps) | setup slack (ps) | total power, mW | util [%] |
|---|---|---|---|---|
| floorplan | 18070 | 21970 | 2.58 | - |
| global placement | 18540 | 22480 | 2.70 | 32.1 |
| detailed placement | 18530 | 22480 | 2.70 | 32.1 |
| CTS | 17690 | 23410 | 4.94 | 37.7 |
| global route | 17730 | 23240 | 5.19 | 37.7 |
| finish | 17740 | 23080 | 4.88 | 37.7 |
## state kept, by name, summed over array words and instances, names as in the netlist
signal and count:
ReadData 64, memory 4096
## worst max-delay path: cells and delay by family
kind,cells,cell delay [ps]
buf+inv,3,1510
simple gates,3,2470
## logic make-up (layout without fill, tap and decap cells)
| kind of cell | Yosys count | count (layout) | share of synthesized area, % |
|---|---|---|---|
| DFF | 4160 | 4160 | 79.7 |
| muxes | 503 | 503 | 3.47 |
| other | 0 | 28 | 0 |
| and+or+nand+nor | 909 | 909 | 2.74 |
| AOI/OAI and AO/OA | 2533 | 2533 | 12.1 |
| buffers and inverters | 718 | 5381 | 1.96 |
Power and IR drop assume default switching activity.
