--- ./design.v ---
`timescale 1ns/ 1ps
module RegisterFile(BusA, BusB, BusW, RA, RB, RW, RegWr, Clk);
    output [63:0] BusA;
    output [63:0] BusB;
    input [63:0] BusW;
    input [4:0] RA, RB, RW;  
    input RegWr;
    input Clk;
    reg [63:0] registers [31:0];
    integer i;
    initial begin
        for(i = 0; i < 32; i = i + 1) begin
            registers[i] <= 0;
        end
    end
    assign #2 BusA = registers[RA];  
    assign #2 BusB = registers[RB];  
    always @ (negedge Clk) begin
        if(RegWr)
        begin
            if(RW != 31) begin  
               registers[RW] <= #3 BusW; 
            end
        end
    end
endmodule
--- ./run.sh ---
#!/bin/bash
# OpenROAD 26Q1-2900-gdf79404cd8, Yosys 0.63+post, stock flow scripts
make -C /OpenROAD-flow-scripts/flow DESIGN_CONFIG=/design/flow/config.mk WORK_HOME=/design/flow/orfs finish
--- ./config.mk ---
export PLATFORM = sky130hd
export DESIGN_NAME = RegisterFile
export DESIGN_NICKNAME = RegisterFile
export VERILOG_FILES = /design/flow/design.v
export SDC_FILE = /design/flow/constraint.sdc
export NUM_CORES = 4
export LEC_CHECK = 1
export CORE_UTILIZATION = 40
--- ./constraint.sdc ---
current_design RegisterFile

set clk_period 10.0
set clk_io_pct 0.2

create_clock -name clk0 -period $clk_period [get_ports {Clk}]

set non_clock_inputs [all_inputs -no_clocks]
set_input_delay [expr $clk_period * $clk_io_pct] -clock clk0 $non_clock_inputs
set_output_delay [expr $clk_period * $clk_io_pct] -clock clk0 [all_outputs]
==> results_dict.tcl <==
# place-and-route summary
set metrics [dict create \
    run_status "finished, final reports clean" \
    synth_area_um2 92700 \
    endpoint_kind "primary output" \
    p_leak_nw 44.7 \
    path_max_fanout 2 \
    largest-register "registers" \
    yosys.area.top_type "edfxtp_1" \
    yosys-top-cells-area "edfxtp_1 (66%), mux4_2 (21%), mux2i_1 (3.1%)" \
    crit_arrival_ns 7.89 \
    fill_cells 18200 \
    finalMaxSlewViolations 0 \
    grt_pass1_wl_mm 424 \
    drive_gt1_frac 0.230 \
    hold_depth 6 \
    io_pins 209 \
    initCoreUtil 0.403 \
    power_density_nw_per_um2 198 \
    edf_count 2048 \
    cts_tree "built" \
    viasPerCell 5.70 \
    grt_pass1_vias 68000 \
    worst_hold_path.endpoint "BusB[41]" \
    clk_pin_slew_worst_paths_ns 0.03 \
    rows 176 \
    seq_area_frac_synth 0.663 \
    io_buffer_count 208 \
    syn_inst 4570 \
    die_w_um 483 \
    fin_area_um2 115000 \
    max-vdd-ir-drop_mv 0.200 \
    cpLargestDelayFamily "buffers and inverters" \
    largest_reg_flops 2048 \
    yosysCellCount 4570 \
    coreArea_um2 230000 \
    first_pass_iters 6 \
    required_ns 8.00 \
    cap_viol_max_count 0 \
    clock_sinks 2048 \
    drtAntennaViolNets 0 \
    post_dp_cell_area_um2 99700 \
    syn_area_per_cell_um2 20.3 \
    ys_seq_elements 2048 \
    dp_hpwl_mm 169 \
    max_stage_delay_ns 0.58 \
    relSlewSlack 0.380 \
    cts_buffers 225 \
    hold_buffers 0 \
    path_buffers 2 \
    gp_congestion 0.891 \
    grt_overflow_total 0 \
    ys_warn_count 1 \
    grt_use_total 0.279 \
    min_from "RB[2]" \
    ctsLongestPathBuffers 3 \
    ys_types 44 \
    num_vias 58400 \
    ys_area_um2 92700 \
    wl_per_cell_um 28.7 \
    antenna_found_initial 3 \
    finalSetupViolCount 0 \
    placedCellCount 7793 \
    fin_util 0.500 \
    grt_max_degree 97 \
    hold_viol 0 \
    fin_cells 10300 \
    crit_slowest_cell "nor4_1" \
    warnings 1028 \
    worstSetupPathType "flop to primary output" \
    die-area_um2 234000 \
    synthToLayoutAreaGrowth_pct 24.0 \
    ys.flop_type "edfxtp_1" \
    hold_class "input port to primary output" \
    wirelength_mm 294 \
    yosys-top-cells-count "edfxtp_1 (2048), mux4_2 (869), o22ai_1 (325)" \
    crit_chain "mux4_2 -> o22ai_1 -> nor4_1 -> buf_4 -> clkdlybuf4s50_1" \
    htreeDepth 4 \
    reg_top3 "registers x2048" \
    async_flop_share 0 \
    route.detailed.drc 0 \
    drtIter0Drc 3527 \
    critPathLaunchType "flop" \
    fp.dieH_um 483 \
    synth_top_cell_by_count "edfxtp_1" \
    worstMarginPinSlew_ns 0.928 \
    yosysTopAreaCellShare 0.663 \
    root_buffer "clkbuf_16" \
]
## where the power goes
| group | total [mW] | switching (mW) | internal [mW] |
|---|---|---|---|
| registers | 9.70 | 0.0502 | 9.65 |
| clock network | 11.4 | 5.45 | 5.93 |
| logic | 1.65 | 0.927 | 0.721 |
## cell type report
| cell class | instances | area [um^2] | share of cell area |
|---|---|---|---|
| multi-input cells | 2225 | 29700 | 0.259 |
| clock buffers | 226 | 5660 | 0.0492 |
| inverters | 1 | 3.75 | 0.0000326 |
| well taps | 3026 | 3790 | 0.0329 |
| flip-flops and latches | 2048 | 61500 | 0.535 |
| repair buffers | 492 | 4860 | 0.0423 |
| diodes | 1 | 2.50 | 0.0000218 |
| clock inverters | 2233 | 9460 | 0.0823 |
## worst min-delay path, stage by stage
cell,delay [ns]
buf_2,0.13
nor2_2,0.05
buf_4,0.23
nand3_1,0.11
nand4_1,0.15
clkdlybuf4s50_1,0.45
## kinds of logic after synthesis
group / count (synthesis) / share of synthesized area
AND-OR/OR-AND: 627 / 0.0454
buffers and inverters: 360 / 0.0242
flip-flops: 2048 / 0.663
multiplexers: 1187 / 0.246
other: 1 / 0.0000404
AND/OR/NAND/NOR: 347 / 0.0213
## metal layers
| metal | GRT usage | wire [um] |
|---|---|---|
| met4 | 0.124 | 11200 |
| met3 | 0.246 | 53800 |
| met2 | 0.386 | 138000 |
| met5 | 0.0171 | 323 |
| met1 | 0.298 | 90600 |
## placed cells by master (no fill, tap or decap), types with 26 or more instances in the layout
cell and n:
nand4_1 26, a22oi_1 184, nor4_1 74, clkdlybuf4s50_1 196, o22ai_1 325, bufinv_16 29, nor2_4 31, mux2_2 32
inv_1 2101, clkinvlp_2 68, nand3_1 45, edfxtp_1 2048, buf_4 234, buf_12 50, nor2b_1 40, mux4_2 869
conb_1 64, clkbuf_16 226, a21oi_1 39, mux2i_1 286, a211oi_1 35
## worst max path at each step
stage	from	end	slack [ns]	depth (start not counted)
6_report	registers[16][24]	BusB[24]	0.11	5
5_1_grt	registers[18][45]	BusB[45]	-0.08	5
4_1_cts	registers[20][37]	BusA[37]	0.004	4
## stage by stage
stage	power [mW]	setup slack, ns	hold slack, ns	TNS [ns]
detailed placement	12.7	0.553	5.10	0
CTS	23.1	0.00373	5.12	0
global route	24.1	-0.0793	5.17	-0.0793
floorplan	11.9	-0.822	4.33	-1059.16
finish	22.7	0.106	5.13	0
global placement	12.7	0.550	5.11	0
## timing repair
action | 4_1_cts | 5_1_grt
endpoints found under the setup margin | 3 | 22
endpoints found under the hold margin | 0 | 0
gates resized | 5 | 28
pin swaps | 0 | 6
setup buffers | 0 | 0
Power figures rest on the tool's default switching activity, not on a simulated workload.
